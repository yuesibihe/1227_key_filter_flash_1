**flow/run.sh**
```bash
#!/bin/bash
# OpenROAD 26Q1-2900-gdf79404cd8, Yosys 0.63+post, stock flow scripts
make -C /OpenROAD-flow-scripts/flow DESIGN_CONFIG=/design/flow/config.mk WORK_HOME=/design/flow/orfs finish
```
**flow/design.v**
```verilog
module key_filter(
                  clk,
                  rst_n,
                  key_in,
                  key_flag,
                  key_state
                   );
   input clk;
   input rst_n;
   input key_in;
   output reg key_flag;
   output reg key_state;
   localparam 
              IDEL = 4'b0001,
              FILTER0 = 4'b0010,
              DOWN = 4'b0100,
              FILTER1 = 4'b1000;
   reg[3:0] state;
   reg[19:0] cnt;
   reg en_cnt;
   reg key_in_sa,key_in_sb;
   always@(posedge clk or negedge rst_n)
         begin
         	    if(!rst_n)
         	      begin
         	          key_in_sa <= 1'b0;
         	          key_in_sb <= 1'b0;
         	      end
         	      else
         	          begin 
         	          	    key_in_sa <= key_in;
         	          	    key_in_sb <= key_in_sa;
         	          end         	              	
         end                           
   reg key_tmpa,key_tmpb;
   wire pedge,nedge;
   reg cnt_full;
   always@(posedge clk or negedge rst_n)
         begin
         	    if(!rst_n)
         	      begin
         	      	   key_tmpa <= 4'b0;
         	      	   key_tmpb <= 4'b0;         	      	   
         	      end
         	     else 
         	         begin
         	         	    key_tmpa <= key_in_sb;
         	         	    key_tmpb <= key_tmpa ;
         	         end
         end     
   assign  nedge = !key_tmpa & key_tmpb ;
   assign  pedge = key_tmpa & (!key_tmpb); 
   always@(posedge clk or negedge rst_n)
         begin
           	   if(!rst_n)
           	     begin
           	     	    en_cnt <= 1'b0;
           	     	    state <= IDEL;
           	     	    key_flag <= 1'b0;
           	     	    key_state <= 1'b1;
           	     end
         	     else
         	         begin
         	         	    case(state)
         	         	    	 IDEL:
         	         	    	      begin
         	         	    	      	   key_flag <= 1'b0;
         	         	    	      	   if(nedge)
         	         	    	      	    begin
         	         	    	      	    	   state <= FILTER0;
         	         	    	      	    	   en_cnt <= 1'b1;
         	         	    	      	    end
         	         	    	      	    else
         	         	    	      	        state <= IDEL;
         	         	    	      end
         	         	    	 FILTER0:
         	         	    	        begin
         	         	    	        	   if(cnt_full)
         	         	    	        	    begin
         	         	    	        	    	   key_flag <= 1'b1;
         	         	    	        	    	   key_state <= 1'b0;
         	         	    	        	    	   en_cnt <= 1'b0;
         	         	    	        	    	   state <= DOWN;
         	         	    	        	    end
         	         	    	        	    else
         	         	    	        	         state <= FILTER0;         	         	    	        	
         	         	    	        end
         	         	    	 DOWN:
         	         	    	      begin
         	         	    	      	   key_flag <= 1'b0;
         	         	    	      	   if(pedge)
         	         	    	      	     begin
         	         	    	      	     	    state <= FILTER1 ;
         	         	    	      	     	    en_cnt <= 1'b1;
         	         	    	      	     end
         	         	    	      	    else
         	         	    	      	        begin
         	         	    	      	        	   state <= DOWN;         	         	    	      	        	   
         	         	    	      	        end         	         	    	      	                 	         	    	     
         	         	    	      end
         	         	    	 FILTER1:
         	         	    	         begin
         	         	    	         	    if(cnt_full)
         	         	    	         	      begin
         	         	    	         	      	   key_flag <= 1'b1;
         	         	    	         	      	   key_state <= 1'b1;
         	         	    	         	      	   en_cnt <= 1'b0;
         	         	    	         	      	   state <= IDEL;
         	         	    	         	      end
         	         	    	         	    else if(nedge)
         	         	    	         	           begin
         	         	    	         	           	    en_cnt <= 1'b0;
         	         	    	         	           	    state <= DOWN;         	         	    	         	           	    
         	         	    	         	           end
         	         	    	         	    else
         	         	    	         	        begin
         	         	    	         	        	   state <= FILTER1;
         	         	    	         	        end
         	         	    	         end
         	         	    	 default:
         	         	    	         begin
         	         	    	         	    state <= IDEL;
         	         	    	         	    en_cnt <= 1'b0;
         	         	    	         	    key_flag <= 1'b0;
         	         	    	         	    key_state <= 1'b1;         	         	    	         	
         	         	    	         end
         	         	    endcase
         	         end
         end 
    always@(posedge clk or negedge rst_n)     
         begin
         	    if(!rst_n)
         	      begin
         	      	  cnt <= 20'd0;
         	      end
         	    else if(en_cnt)
         	           cnt <= cnt + 1'b1;
         	    else
         	        begin
         	        	   cnt <= 20'd0;
         	        end         	         	         	         	
         end
   always@(posedge clk or negedge rst_n)
         begin
         	    if(!rst_n)
         	     begin
         	     	   cnt_full <= 1'b0;
         	     end
         	    else if(cnt == 999_999)
         	           begin
         	           	    cnt_full <= 1'b1;
         	           end
         	    else 
         	         cnt_full <= 1'b0;
         end      
endmodule
module led_FSM(
               clk,
               rst_n,
               key_flag,
               key_state,
               flash_done,
               times,
               mode,
               en
                );
input clk;
input rst_n;
input key_flag;
input key_state;
input flash_done;
output reg[5:0] times;
output reg mode;
output reg en;
reg en_cnt;
wire nedge,pedge;
assign nedge = key_flag && !key_state;
assign pedge = key_flag && key_state ;
reg [2:0] state;
reg [29:0] cnt;
always@(posedge clk or negedge rst_n)
      begin
      	   if(!rst_n)
      	     begin
      	     	    state <= 1'b0;
      	     	    en_cnt <= 1'b0;
      	     end
      	   else
      	       begin
                    case(state)
                    	  0:begin
                    	         if(nedge)
                    	           begin
                    	           	    state <= 1'b1;
                    	           	    en_cnt <= 1'b1;
                    	           end	
                    	          else
                    	              begin
                    	              	  state <= 1'b0;
                    	              	  en_cnt <= 1'b0;                    	              	
                    	              end
                    	    end
                    	  1:begin
                    	  	     if(pedge)
                    	  	       begin
                    	  	       	    en_cnt <= 1'b0;
                    	  	       	    if(cnt < 50_000_000)
                    	  	       	      begin
                    	  	       	      	  state <= 2'd2;                    	  	       	      	  
                    	  	       	      end
                    	  	       	    else if(cnt >= 50_000_000 && cnt<100_000_000)  
                    	  	       	           begin
                    	  	       	           	    state <= 3'd3;
                    	  	       	           end                
                    	  	       	    else
                    	  	       	        begin
                    	  	       	        	   state <= 3'd4;
                    	  	       	        end  	  	       	   
                    	  	       end
                    	  	      else
                    	  	          begin
                    	  	          	   state <= 3'd1;
                    	  	          	   en_cnt <= 3'd1;
                    	  	          end                    	  	                    	  	                    	    
                    	    end 
                    	  2:begin
                    	  	     if(flash_done)
                    	  	       begin
                    	  	       	   en<=2'd0;
                    	  	       	   state <= 2'd0;                    	  	       	
                    	  	       end
                    	  	     else
                    	  	         begin
                    	  	         	    en<=2'd1;
                    	  	         	    state <= 3'd2;
                    	  	         	    mode <= 3'd0;
                    	  	         	    times <= 5'd5;
                    	  	         end                    	  	                    	  	
                    	     end 
                    	  3:begin
                    	  	     if(flash_done)
                    	  	       begin
                    	  	           en <= 3'd0;
                    	  	           state <= 3'd0; 	
                    	  	       end
                    	  	     else
                    	  	         begin
                    	  	         	    en<=3'd1;
                    	  	         	    state <= 3'd3;
                    	  	         	    mode <= 3'd0;
                    	  	         	    times <= 10'd10;                    	  	         	                        	  	         	
                    	  	         end                    	  	                    	  	
                    	    end         
                    	  4:begin
                    	  	     if(flash_done)
                    	  	      begin
                    	  	      	  en <= 3'd0;
                    	  	      	  state <= 3'd0;                    	  	      	                     	  	      	
                    	  	      end
                    	  	     else
                    	  	        begin
                    	  	        	  en <= 3'd1;
                    	  	        	  state <= 3'd4;
                    	  	        	  mode <= 3'd1;
                    	  	        	  times <= 20'd20;                    	  	        	                      	  	        	
                    	  	        end
                    	    end
                    	  default:begin
                    	  	      state <= 1'd0;                          	  	
                    	  	      end                    	                        	    	                    	                             	          	       	           
      	       	    endcase
      	       end            	
      end
always@(posedge clk or negedge rst_n)
      begin
      	   if(!rst_n)
      	    begin
      	    	  cnt <= 30'd0;      	    	  
      	    end
      	   else if(en_cnt)
      	          begin
      	               cnt <= cnt + 1'b1;
                  end
           else
               begin
               	    cnt <= 30'd0;
               end      	                	         	      	
      end      
endmodule                
module led_flash(
                 clk,
                 rst_n,
                 mode,
                 times,
                 en,
                 flash_done,
                 led
                 );
input clk;
input rst_n;
input mode;
input [5:0] times;
input en;
output reg flash_done;
output reg [3:0] led;
reg [23:0] cnt;
reg [5:0]  cnt_flash;
reg en_cnt;
parameter cnt_max = 24'd9_999_999;
always@(posedge clk or negedge rst_n)
      begin
      	   if(!rst_n)
      	    begin
      	    	   cnt <= 24'd0;
      	    end
      	   else if(en_cnt)
      	          begin
      	          	   if(cnt==cnt_max)
      	          	    begin
      	          	    	   cnt <= 24'd0;  	          	    	
      	          	    end
      	          	    else
      	          	        begin
      	          	        	   cnt <= cnt + 1'b1;
      	          	        end      	          	      	          	
      	          end
      	   else 
      	       begin
      	       	    cnt <= 24'd0;
      	       end      	      	
      end         
always@(posedge clk or negedge rst_n)
      begin
      	   if(!rst_n)
      	     begin
      	     	    led <= 4'b1111;
      	     end
      	   else if(!mode)
      	          begin
      	          	   if(cnt == cnt_max)
      	          	     begin
      	          	     	    led[0] <= ~ led[0];      	          	     	           	          	     	
      	          	     end  
      	          	   else
      	          	       begin
      	          	       	    led[0] <= led[0];
      	          	       end
      	          end
      	   else
      	       begin
      	       	    if(cnt==cnt_max)
      	       	      begin
      	       	      	   led <= ~led;
      	       	      end
      	       	    else
      	       	        begin
      	       	        	   led <= led;
      	       	        end      	       	      	       	
      	       end      	             	
      end         
always@(posedge clk or negedge rst_n)
      begin
      	   if(!rst_n)
      	     begin
      	     	    flash_done <= 1'd0;
      	     	    en_cnt <= 1'd0;
      	     end
      	   else if(en)
      	         begin
      	              if(cnt_flash < times*2)
      	                begin
      	                	   en_cnt <= 1'b1;
      	                end
      	              else
      	                  begin
      	                  	   flash_done <= 1'b1;
      	                  	   en_cnt <= 1'b0;      	                  	
      	                  end
      	         end
      	   else 
      	       begin
      	       	    flash_done <= 1'b0;
      	       	    en_cnt <= 1'b0;
      	       end      	
      end         
always@(posedge clk or negedge rst_n)      
      begin
      	  if(!rst_n)
      	    begin
      	    	   cnt_flash <= 1'b0;      	    	
      	    end
      	  else if(en)
      	         begin
      	         	   if(cnt == cnt_max)
      	         	     cnt_flash <= cnt_flash + 1'b1;
      	         	   else
      	         	     cnt_flash <= cnt_flash ;
      	         end
      	  else
      	      cnt_flash <= 1'b0;      	  
      end 
endmodule 
module led_top(
                clk,
                rst_n,
                key,
                led
                 );
input clk;
input rst_n;
input key;
wire key_flag1;
wire flash_done;
wire [5:0]times;
wire en;
output [3:0]led;
key_filter key_filter1(
                      .clk(clk),
                      .rst_n(rst_n),
                      .key_in(key),
                      .key_flag(key_flag1),
                      .key_state(key_state1)               
                       );  
led_FSM  led_FSM (
                  .clk(clk),
                  .rst_n(rst_n),
                  .key_flag(key_flag1),                     
                  .key_state(key_state1),
                  .flash_done(flash_done),
                  .times(times),
                  .mode(mode),
                  .en(en)
                       );          
led_flash led_flash(
                   .clk(clk),
                   .rst_n(rst_n),
                   .mode(mode),
                   .times(times),
                   .en(en),
                   .flash_done(flash_done),
                   .led(led)
                     ); 
endmodule                                                                                              
```
**flow/constraint.sdc**
```tcl
current_design led_top

set clk_period 5.6
set clk_io_pct 0.2

create_clock -name clk0 -period $clk_period [get_ports {clk}]

set non_clock_inputs [all_inputs -no_clocks]
set_input_delay [expr $clk_period * $clk_io_pct] -clock clk0 $non_clock_inputs
set_output_delay [expr $clk_period * $clk_io_pct] -clock clk0 [all_outputs]
```
**flow/config.mk**
```make
export PLATFORM = sky130hd
export DESIGN_NAME = led_top
export DESIGN_NICKNAME = led_top
export VERILOG_FILES = /design/flow/design.v
export SDC_FILE = /design/flow/constraint.sdc
export NUM_CORES = 4
export LEC_CHECK = 1
export CORE_UTILIZATION = 50
```
==> results_slide.txt <==
Synthesis and Place & Route Summary

Run status
  • Status: finished clean

Power and ir drop
  • Max IR drop VDD: 0.161 mV
  • Leakage power: 0.00250 uW
  • PD cells: between 200 and 250 mW/mm^2

Final timing
  • Setup TNS: 0 ns
  • Worst slew pin tran: 0.823 ns
  • Setup violations, final: 0
  • Final Worst Setup Slack: 3.11 ns
  • Setup Skew: 0.00740 ns
  • Unrepaired setup endpoints after global routing: no
  • Final slew viol count: 0
  • Slew margin rel.: 0.448
  • Tmin final: 2.49 ns
  • Maximum clock frequency: around 400 MHz
  • Final Hold Fails: 0
  • Tcrit/Tclk final: 0.445

Placed design
  • GP Congestion: ~0.82
  • Placed cells: approximately 650
  • Worst slack, placed: 3.16 ns
  • Port Buffers: 6
  • Detail Placement HPWL: slightly below 6000 microns

Worst setup path
  • Worst-path fanout max: 2
  • Worst R2R Setup Slack: 3.24 ns
  • R2R depth: 5
  • CP peak stage delay: 0.55 ns
  • Critical Path RT: 4.48 ns
  • Setup crit end kind: primary output
  • RR Endpoint: led_flash.cnt[20]$_DFF_PN0_
  • Crit Path Class: reg2out
  • Crit-path slowest cell: dfstp_2
  • Arrival @ worst endpoint: 1.37 ns
  • Worst-path cell chain: clkdlybuf4s50_1
  • RR Startpoint: led_flash.cnt[7]$_DFF_PN0_
  • Worst path depth: 1
  • Critical path buffer and inverter count: 1
  • Setup crit start: led_flash.led[0]$_DFFE_PN1P_
  • CP delay by family, top: flip-flops
  • CP Launch Type: flip-flop
  • Crit path to: led[0]

Cells and area
  • Fraction of final layout cells sized beyond drive strength 1: 0.0703
  • Layout area overhead: 6.79%
  • Comb area: 0.00242 sq mm
  • # fillers: 877
  • Flop area: 0.00279 sq mm
  • Util after Layout: 0.551
  • Final non-filler cell total: 662

Clocking
  • Total number of H-tree levels: 3
  • Total CTS buffers: 9
  • CTS tree: yes
  • CTS clk-pin slew, worst paths: around 0.1 ns
  • Post-CTS Resized: 0
  • Hold_buf cts: 0
  • CTS Buffer Depth: 2
  • Post-CTS Setup Bufs: 0
  • Root Buffer: clkbuf_8
  • Clk latency late pin: 0.36 ns
  • Clock sinks: about 110

Die
  • I/O pin count: 7
  • Core ar.: 0.0103 sq mm
  • Die width: 105 microns
  • Row count: 37
  • Pre-Place Util: 0.516
  • Die footprint: between 0.01 and 0.015 sq mm
  • Die height: 105 microns

Logic synthesis
  • Asr flop ratio synth: 0.945
  • YS warnings: 5
  • Yosys top cell area share: 0.456
  • Yosys Instances: 518
  • YS chip area: ~0.0053 sq mm
  • Synth area leader: dfrtp_1
  • Comb area leader: simple AND/OR/NAND/NOR gates
  • Post-Synthesis Cells: 518
  • Top cells by area: dfrtp_1 46%, xor2_1 5.8%, nor2_1 4.8%, xnor2_1 4.3%, nand3_1 4.1%
  • MUX share of area: 0.00564
  • Main flop type: dfrtp_1
  • Ao+oa area frac: 0.0667
  • Ys flops: 110
  • Synth unique cells: 58
  • FA/HA/MAJ Cells, Area Fraction: 0.0188
  • Post-synthesis average cell area: 10.3 sq um
  • Yosys xor share: 0.100
  • Part of the Yosys area used for sequential elements: 0.524
  • Mapped cell area: 0.00533 sq mm
  • Simple-gate share of the synthesized area: 0.262
  • Flip-flops with a built-in enable: 6

GRT
  • Total congestion overflow: 0
  • Number of global-route vias before repair: 3492
  • Antenna violations before repair: 0
  • Largest net degree at the start of global routing: 60
  • GRT Overall Usage: 0.192
  • First-pass GRT wire length: 16600 microns

Detailed routing
  • Via density: 5.44
  • Vias: around 3600
  • DRT Pass-1 Iters: 4
  • DRT iter0 DRCs: 207
  • Total wire length: 9120 microns
  • Residual DRC: 0
  • Antenna Nets Post-Route: 0
  • ANT cells: 0
  • Wire per inst: 13.8 microns

Flow run
  • Tool warnings: 25
  • Max-cap viol count: 0

Min path
  • Hold depth: 0
  • Hold WC Path Type: reg2reg
==> logic make-up (layout without fill, tap and decap cells) <==
logic type / count (synthesis) / in the layout
AOI/OAI and AO/OA: 52 / 52
DFF: 110 / 110
xor gates and xnor gates: 61 / 61
adders and majority gates: 8 / 8
and+or+nand+nor: 255 / 255
muxes: 3 / 3
buffers and inverters: 29 / 37
==> area by class of cell <==
| class | count | share of cell area |
|---|---|---|
| flip-flops and latches | 110 | 0.491 |
| repair buffers | 7 | 0.0114 |
| clock buffers | 12 | 0.0255 |
| clock inverters | 3 | 0.00792 |
| multi-input cells | 379 | 0.425 |
| well taps | 136 | 0.0299 |
| inverters | 15 | 0.00990 |
==> per-stage QoR <==
| step | hold slack, ns | total power (uW) | area, sq um |
|---|---|---|---|
| final | 0.356 | 1290 | 5690 |
| after global routing | 0.371 | 1350 | 5690 |
| after CTS | 0.360 | 1310 | 5690 |
| after detailed placement | 0.336 | 836 | 5500 |
| after global placement | 0.334 | 836 | 5500 |
| after floorplan | 0.331 | 818 | 5330 |
==> cell usage after synthesis, types with 6 or more instances <==
| library cell | n |
|---|---|
| or3_1 | 9 |
| nand2_1 | 33 |
| nand3_1 | 44 |
| and3_1 | 17 |
| dfstp_2 | 7 |
| xnor2_1 | 26 |
| ha_1 | 8 |
| inv_1 | 14 |
| clkbuf_1 | 6 |
| nor3_1 | 9 |
| nand4_1 | 13 |
| and2_1 | 15 |
| nor4_1 | 8 |
| nor2_1 | 68 |
| dfrtp_1 | 97 |
| buf_2 | 6 |
| a21oi_1 | 12 |
| xor2_1 | 35 |
| nand2b_1 | 9 |
| o21ai_0 | 11 |
| edfxtp_1 | 6 |
==> layer usage <==
metal	track usage	vias up	part of all wire	routed length [microns]
li1	-	1813	-	-
met1	0.318	1741	0.51	4640
met2	0.290	37	0.45	4070
met3	0.0366	8	0.033	303
met4	0.0171	0	0.012	106
met5	0	-	0	0
==> registers in the layout, indices dropped and copies added, names as in the netlist, 4 cells and up <==
signal               cells
key_filter1.cnt         20
key_filter1.state        4
led_FSM.cnt             30
led_FSM.state            5
led_FSM.times            4
led_flash.cnt           24
led_flash.cnt_flash      6
led_flash.led            4
==> worst min path at each step <==
stage / slack [ns] / endpoint / start
4_1_cts: 0.36 / key_filter1.key_in_sb$_DFF_PN0_ / key_filter1.key_in_sa$_DFF_PN0_
5_1_grt: 0.37 / key_filter1.key_in_sb$_DFF_PN0_ / key_filter1.key_in_sa$_DFF_PN0_
6_report: 0.36 / key_filter1.key_in_sb$_DFF_PN0_ / key_filter1.key_in_sa$_DFF_PN0_
==> power by group <==
part           internal, uW  switching [uW]  total [uW]  leakage (uW)
Clock                   217             253         471     0.0000887
Sequential              801            1.07         802       0.00144
Combinational          2.11            14.9        17.0      0.000969
==> layout by cell type, fill, tap and decap left out, types with 7 or more instances in the layout <==
cell | synthesis | routed
clkbuf_8 | 0 | 10
xor2_1 | 35 | 35
ha_1 | 8 | 8
dfrtp_1 | 97 | 97
nand2_1 | 33 | 33
dfstp_2 | 7 | 7
nor2_1 | 68 | 68
and2_1 | 15 | 15
o21ai_0 | 11 | 11
nand2b_1 | 9 | 9
a21oi_1 | 12 | 12
or3_1 | 9 | 9
xnor2_1 | 26 | 26
and3_1 | 17 | 17
nand4_1 | 13 | 13
inv_1 | 14 | 14
nor4_1 | 8 | 8
nor3_1 | 9 | 9
nand3_1 | 44 | 44
No activity file was given, so power comes from the tool's default toggle rates.
